[/design/flow/config.mk]
export PLATFORM = sky130hd
export DESIGN_NAME = tlc_oneway
export DESIGN_NICKNAME = tlc_oneway
export VERILOG_FILES = /design/flow/design.v
export SDC_FILE = /design/flow/constraint.sdc
export NUM_CORES = 4
export LEC_CHECK = 1
export CORE_AREA = 10 10 72 72
export DIE_AREA = 0 0 82 82
export SYNTH_HDL_FRONTEND = slang
[/design/flow/constraint.sdc]
current_design tlc_oneway

set clk_period 2.8
set clk_io_pct 0.2

create_clock -name clk0 -period $clk_period [get_ports {clk}]

set non_clock_inputs [all_inputs -no_clocks]
set_input_delay [expr $clk_period * $clk_io_pct] -clock clk0 $non_clock_inputs
set_output_delay [expr $clk_period * $clk_io_pct] -clock clk0 [all_outputs]
[/design/flow/design.v]
module tlc_oneway(
    input clear, clk,
    output reg RED_out, YELLOW_out, GREEN_out
    );
    reg [1:0] current_state;
    reg [7:0] timer;
    parameter RED = 2'b00;
    parameter YELLOW = 2'b01;
    parameter GREEN = 2'b10;
    always @(*)begin
        case (current_state)
            RED: begin
                RED_out = 1'b1;
                YELLOW_out = 1'b0;
                GREEN_out = 1'b0;
            end
            YELLOW: begin
                RED_out = 1'b0;
                YELLOW_out = 1'b1;
                GREEN_out = 1'b0;
            end
            GREEN: begin
                RED_out = 1'b0;
                YELLOW_out = 1'b0;
                GREEN_out = 1'b1;
            end
            default: begin
                RED_out = 1'b0;
                YELLOW_out = 1'b0;
                GREEN_out = 1'b0;
            end
        endcase
    end
    always @(posedge clk or posedge clear)begin
        if (clear) begin
            current_state <= RED;
            timer <= 8'b0;
        end else begin
            case (current_state)
                RED: begin
                    if (timer == 8'd3)begin
                        current_state <= GREEN;
                        timer <= 8'd0;
                    end else begin
                        timer <= timer + 1;
                    end
                end
                YELLOW: begin
                    if (timer == 8'd1)begin
                        current_state <= RED;
                        timer <= 8'd0;
                    end else begin
                        timer <= timer + 1;
                    end
                end
                GREEN: begin
                    if (timer == 8'd3)begin
                        current_state <= YELLOW;
                        timer <= 8'd0;
                    end else begin
                        timer <= timer + 1;
                    end
                end
            endcase
        end
    end
endmodule;
[/design/flow/run.sh]
#!/bin/bash
# OpenROAD 26Q1-2900-gdf79404cd8, Yosys 0.63+post, stock flow scripts
make -C /OpenROAD-flow-scripts/flow DESIGN_CONFIG=/design/flow/config.mk WORK_HOME=/design/flow/orfs finish
==> impl_summary.log <==
[metrics] run summary
INFO  metric run_status = completed
INFO  metric design.core.area = 0.003689 mm2
INFO  metric synth.cell_area = 600.6 um2
INFO  metric filler_cell_count = 400
INFO  metric ir_worst_vdd = 221.6 uV
INFO  metric stage_log_warnings = 26
INFO  metric final_critical_path_setup_slack = 0.9252 ns
INFO  metric timing_max_transition_violations_final = 0
INFO  metric cts.sinks = 11
INFO  metric syn_area_per_cell = 11.12 um2
INFO  metric timing.fmax = 533.4 MHz
INFO  metric dominantRegCellSynth = sky130_fd_sc_hd__dfrtp_1
INFO  metric floorplan.die.height = 82 um
INFO  metric worstSetupEndpointType = output port
INFO  metric timing.final.setup_violations = 0
INFO  metric buffer_ports.inserted = 4
INFO  metric cts_max_path_bufs = 2
INFO  metric grt_setup_unrepaired = no
INFO  metric initialDrtViolationCount = 57
INFO  metric leakage = 0.3365 nW
INFO  metric postPlaceCellArea = 690.7 um2
INFO  metric worst-setup-path-type = register to output port
INFO  metric wl_per_cell = 10.45 um
INFO  metric route.detailed.drc = 0
INFO  metric fin_setup_tns = 0 ns
INFO  metric grt_pass1_vias = approximately 410
INFO  metric postCtsResizedCells = 0
INFO  metric viasPerCell = 3.917
INFO  metric num_rows = 22
INFO  metric fp_util = 16.28%
INFO  metric wire_length_of_the_first_global_routing_pass = 1938 um
INFO  metric post_synth_most_frequent_cells = 10 x sky130_fd_sc_hd__dfrtp_1, 4 x sky130_fd_sc_hd__nand2_1, 4 x sky130_fd_sc_hd__nor2_1, 4 x sky130_fd_sc_hd__xor2_1
INFO  metric max-slew-margin-rel = between 60 and 70%
INFO  metric power.density = approximately 440 mW/mm2
INFO  metric pin_count_of_the_biggest_net_entering_global_routing = 12
INFO  metric ys_ff = 11
INFO  metric fin_skew = 0.004068 ns
INFO  metric postCtsSetupBuffers = 0
INFO  metric worst_ep_arrival_time = 1.31 ns
INFO  metric cts.clk_slew.worst_paths = 0.05 ns
INFO  metric portion_of_synthesized_cell_area_occupied_by_the_leading_cell_type = around two fifths
INFO  metric ys_types = 28
INFO  metric pre_cts_slack = between 1 and 1.5 ns
INFO  metric tritoncts = yes
INFO  metric die_w = 82 um
INFO  metric skew_pair_late_insertion_delay = 0.24 ns
INFO  metric cts_htree_levels = 1
INFO  metric share_of_flip_flops_with_an_asynchronous_set_or_reset = around 100%
INFO  metric path_delay_family = flip-flops
INFO  metric yosys.stat.seqShare = 46.04%
INFO  metric postLayoutCellArea = about 740 um2
INFO  metric total_power = 0.3221 mW
INFO  metric cts.root.buffer_cell = sky130_fd_sc_hd__clkbuf_8
INFO  metric layout.area.comb = 302.8 um2
INFO  metric num_vias = 423
INFO  metric netlist.top_cell.by_area = sky130_fd_sc_hd__dfrtp_1
INFO  metric post_cts_hold_buffer_count = 0
INFO  metric grt_antenna_before_repair = 0
INFO  metric n_antenna_cell = 0
INFO  metric critPathMaxFanout = 10
INFO  metric area.growth.synth_to_final = 22.50%
INFO  metric timing.critical_path.cells = clkdlybuf4s50_1
INFO  metric period_utilization = 66.96%
INFO  metric min_path_type = register to register
INFO  metric number_of_cells_in_the_yosys_synthesis_report = between 50 and 60
INFO  metric edf_count = 0
INFO  metric most_instantiated_library_cell_after_synthesis = sky130_fd_sc_hd__dfrtp_1
INFO  metric route.antenna.remaining_nets = 0
INFO  metric yosys_warnings = 0
INFO  metric timing_hold_violations_final = 0
INFO  metric post_synth_inst_count = 54
INFO  metric max_slew.worst_pin.slew = ~0.6 ns
INFO  metric post_route_cells_drive_above_1_share = 20.00%
INFO  metric place_congestion = roughly 0.83
INFO  metric seqCellArea = 276.5 um2
INFO  metric timing.critical_path.from_type = register
INFO  metric maxCapViolCount = 0
INFO  metric synthTopCellsByArea = sky130_fd_sc_hd__dfrtp_1 42%, sky130_fd_sc_hd__xor2_1 5.8%, sky130_fd_sc_hd__dfstp_2 4.4%, sky130_fd_sc_hd__ha_1 4.2%, sky130_fd_sc_hd__o31ai_1 3.8%
INFO  metric path_buffers = 1
INFO  metric detail_route.wirelength = 1129 um
INFO  metric timing.critical_path.required = approximately 2.2 ns
INFO  metric cts-buffers-inserted = 3
INFO  metric track_usage = 3.681%
INFO  metric maximum_single_stage_delay_on_the_critical_path = approximately 0.6 ns
INFO  metric firstDrtPassIters = 4
INFO  metric place.detailed.hpwl = between 800 and 900 um
INFO  metric floorplan.io_pins = 5
INFO  metric layout_min_cycle_time = about 1.9 ns
INFO  metric grt_remaining_overflow = 0
INFO  metric cp_slowest_cell = sky130_fd_sc_hd__dfstp_2
INFO  metric floorplan.die_area = 0.006724 mm2
INFO  metric yosysChipArea = roughly 600 um2
flip-flops by register name, indices dropped and copies added (netlist names), named ones only:
signal / cells
timer: 8
current_state: 2
final timing paths:
check,endpoint,slack [ns],cells past startpoint,start
max,RED_out,0.93,1,current_state[0]$_DFF_PP1_
min,timer[6]$_DFFE_PP0P_,0.51,1,timer[6]$_DFFE_PP0P_
max reg2reg,timer[5]$_DFFE_PP0P_,1.30,3,register
min reg2reg,timer[6]$_DFFE_PP0P_,0.51,1,timer[6]$_DFFE_PP0P_
max in group asynchronous,current_state[0]$_DFF_PP1_,1.85,2,clear
min in group asynchronous,timer[1]$_DFFE_PP0P_,0.62,2,clear
final cells by class:
type	instances	share of cell area, %
clock buffer	4	6.122
inverter	3	1.531
multi-input combinational	38	41.16
sequential	11	37.58
tap	48	8.163
timing repair buffer	4	5.442
per-layer routing:
| metal | routed length, um | share of wire (%) | GRT usage [%] | vias up |
|---|---|---|---|---|
| li1 | - | - | - | 209 |
| met1 | 563 | 50 | 4.870 | 205 |
| met2 | 478 | 42 | 5.251 | 9 |
| met3 | 87 | 7.7 | 2.423 | 0 |
| met4 | 0 | 0 | 0 | 0 |
| met5 | 0 | 0 | 0 | - |
layout by cell type (no fill, tap or decap), drive strengths merged, types with 3 or more instances in the layout:
cell type      instances
dfrtp                 10
nand2                  4
clkdlybuf4s50          4
nor2                   4
o31ai                  3
inv                    3
xor2                   4
clkbuf                 4
worst reg2reg max path, delay by kind of cell (launching register included):
| family | cells | cell delay [ns] |
|---|---|---|
| xor+xnor | 1 | 0.17 |
| compound gates | 1 | 0.57 |
| flops | 1 | 0.48 |
| simple gates | 1 | 0.15 |
stage by stage:
stage	utilization, %	hold WS, ns	std cells
after floorplan	-	0.4117	54
after global placement	18.72	0.4971	104
after detailed placement	18.72	0.5004	104
after CTS	19.95	0.5117	108
after global routing	19.95	0.5251	108
final	19.95	0.5124	108
where the power goes:
part	switching (mW)	internal, mW
Clock	0.0585	0.0999
Sequential	0	0.159
Combinational	0.00314	0.00130
Total	0.0616	0.261
logic make-up after synthesis:
family | Yosys count | share of synthesized area (%)
xor gates and xnor gates | 6 | 8.750
AOI/OAI and AO/OA | 10 | 13.96
and+or+nand+nor | 18 | 19.37
buffers and inverters | 5 | 3.540
DFF | 11 | 46.04
muxes | 2 | 4.166
adders and majority gates | 2 | 4.166
Power and IR drop assume default switching activity.
