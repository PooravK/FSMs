## flow/design.v

```verilog
module TLcontroller(
    input clk, clear,
    output reg RED_NS, YELLOW_NS, GREEN_NS, RED_WE, YELLOW_WE, GREEN_WE
    );
    reg [2:0]current_state;
    reg [32:0]timer;
    parameter NS_MOVE = 3'b000;
    parameter NS_WAIT = 3'b001;
    parameter NS_ALL_RED = 3'b010;
    parameter WE_MOVE = 3'b011;
    parameter WE_WAIT = 3'b100;
    parameter WE_ALL_RED = 3'b101;
    always @(*)begin
        case (current_state)
            NS_MOVE: begin
                RED_NS =  1'b0;
                YELLOW_NS =  1'b0;
                GREEN_NS =  1'b1;
                RED_WE =  1'b1;
                YELLOW_WE = 1'b0;
                GREEN_WE = 1'b0;
            end
            NS_WAIT: begin
                RED_NS = 1'b0;
                YELLOW_NS = 1'b1;
                GREEN_NS = 1'b0;
                RED_WE = 1'b1;
                YELLOW_WE = 1'b0;
                GREEN_WE = 1'b0;
            end
            NS_ALL_RED: begin
                RED_NS = 1'b1;
                YELLOW_NS = 1'b0;
                GREEN_NS = 1'b0;
                RED_WE = 1'b1;
                YELLOW_WE = 1'b0;
                GREEN_WE = 1'b0;
            end
            WE_MOVE: begin
                RED_NS = 1'b1;
                YELLOW_NS = 1'b0;
                GREEN_NS = 1'b0;
                RED_WE = 1'b0;
                YELLOW_WE = 1'b0;
                GREEN_WE = 1'b1;
            end
            WE_WAIT: begin
                RED_NS = 1'b1;
                YELLOW_NS = 1'b0;
                GREEN_NS = 1'b0;
                RED_WE = 1'b0;
                YELLOW_WE = 1'b1;
                GREEN_WE = 1'b0;
            end
            WE_ALL_RED: begin
                RED_NS = 1'b1;
                YELLOW_NS = 1'b0;
                GREEN_NS = 1'b0;
                RED_WE = 1'b1;
                YELLOW_WE = 1'b0;
                GREEN_WE = 1'b0;
            end
            default: begin
                RED_NS = 1'b1;
                YELLOW_NS = 1'b0;
                GREEN_NS = 1'b0;
                RED_WE = 1'b1;
                YELLOW_WE = 1'b0;
                GREEN_WE = 1'b0;
            end
        endcase
    end
    always @(posedge clk or posedge clear)begin
        if (clear)begin
            current_state <= NS_ALL_RED;
            timer <= 0;
        end else begin
            case (current_state)
                NS_MOVE: begin
                    if (timer == 29) begin
                        current_state <= NS_WAIT;
                        timer <= 0;
                    end else begin
                        timer <= timer + 1;
                    end
                end
                NS_WAIT: begin
                    if (timer == 3) begin
                        current_state <= NS_ALL_RED;
                        timer <= 0;
                    end else begin
                        timer <= timer + 1;
                    end
                end
                NS_ALL_RED: begin
                    if (timer == 3)begin
                        current_state <= WE_MOVE;
                        timer <= 0;
                    end else begin
                        timer <= timer + 1;
                    end
                end
                WE_MOVE: begin
                    if (timer == 29)begin
                        current_state <= WE_WAIT;
                        timer <= 0;
                    end else begin
                        timer <= timer + 1;
                    end
                end
                WE_WAIT: begin
                    if (timer == 3)begin
                        current_state <= WE_ALL_RED;
                        timer <= 0;
                    end else begin
                        timer <= timer + 1;
                    end
                end
                WE_ALL_RED: begin
                    if (timer == 3)begin
                        current_state <= NS_MOVE;
                        timer <= 0;
                    end else begin
                        timer <= timer + 1;
                    end
                end
            endcase
        end
    end
endmodule
```

## flow/run.sh

```bash
#!/bin/bash
# OpenROAD 26Q1-2900-gdf79404cd8, Yosys 0.63+post, stock flow scripts
make -C /OpenROAD-flow-scripts/flow DESIGN_CONFIG=/design/flow/config.mk WORK_HOME=/design/flow/orfs finish
```

## flow/config.mk

```make
export PLATFORM = sky130hd
export DESIGN_NAME = TLcontroller
export DESIGN_NICKNAME = TLcontroller
export VERILOG_FILES = /design/flow/design.v
export SDC_FILE = /design/flow/constraint.sdc
export NUM_CORES = 4
export LEC_CHECK = 1
export CORE_UTILIZATION = 50
export SYNTH_HDL_FRONTEND = slang
```

## flow/constraint.sdc

```tcl
current_design TLcontroller

set clk_period 5.0
set clk_io_pct 0.2

create_clock -name clk0 -period $clk_period [get_ports {clk}]

set non_clock_inputs [all_inputs -no_clocks]
set_input_delay [expr $clk_period * $clk_io_pct] -clock clk0 $non_clock_inputs
set_output_delay [expr $clk_period * $clk_io_pct] -clock clk0 [all_outputs]
```

==> out/metrics.json <==
{
  "status": {"value": "complete, no violations"},
  "antenna_found_initial": {"value": 0},
  "drt_pre_antenna_iters": {"value": 4},
  "fmax": {"value": 424, "unit": "MHz"},
  "worst-path-buf-inv": {"value": 1},
  "critical_path.endpoint": {"value": "RED_WE"},
  "fin_util": {"value": 59.8, "unit": "%"},
  "post-cts-setup-buffers": {"value": 0},
  "power": {"value": 626, "unit": "µW"},
  "cts_made_buffers": {"value": 5},
  "timing.final.max_slew_violations": {"value": 0},
  "hold_path_class": {"value": "reg2reg"},
  "syn_to_final_growth": {"value": 13.7, "unit": "%"},
  "placed_cell_area": {"value": 2070, "unit": "µm²"},
  "maxCapViolCount": {"value": 0},
  "max_slew_headroom": {"value": 60.5, "unit": "%"},
  "chip_area": {"value": 4140, "unit": "µm²"},
  "postSynthAreaPerCell": {"value": 10.5, "unit": "µm²"},
  "grt_start_max_net_pins": {"value": 40},
  "worst_setup_hold_path_clk_slew": {"value": 0.08, "unit": "ns"},
  "unrepaired_setup_endpoints_after_global_routing": {"value": "no"},
  "cpMaxStageDelayCell": {"value": "clkdlybuf4s50_1"},
  "postLayoutSetupSlackWorst": {"value": 2.64, "unit": "ns"},
  "insertedDiodeCount": {"value": 0},
  "synth-cells-yosys": {"value": 185},
  "filler_cell_count": {"value": 312},
  "ff_to_ff_path_depth": {"value": 5},
  "power_frac_comb": {"value": 1.1, "unit": "%"},
  "totalNegativeSetupSlack": {"value": 0, "unit": "ns"},
  "count_of_input_and_output_buffers": {"value": 7},
  "total_vias_in_the_final_route": {"value": 1403},
  "die-width": {"value": 64.3, "unit": "µm"},
  "cts_hold_buffers": {"value": 0},
  "timing.final.crit_period": {"value": 2.36, "unit": "ns"},
  "register_bit_total_from_synthesis": {"value": 39},
  "critical-path-top-delay-family": {"value": "buffers and inverters"},
  "number_of_warnings_issued_by_yosys": {"value": 0},
  "hold-worst-slack": {"value": 0.499, "unit": "ns"},
  "r2r_setup_slack": {"value": 2.82, "unit": "ns"},
  "switching_share": {"value": 17.6, "unit": "%"},
  "post_route_standard_cell_area_excluding_fillers": {"value": 2210, "unit": "µm²"},
  "detail_route.wirelength": {"value": 3.63, "unit": "mm"},
  "proportion_of_synthesized_chip_area_in_sequential_cells": {"value": 50.3, "unit": "%"},
  "cellLeakagePower": {"value": 1.01, "unit": "nW"},
  "cts-root-buf": {"value": "clkbuf_8"},
  "chipHeight": {"value": 64.3, "unit": "µm"},
  "tritoncts_clock_tree": {"value": "done"},
  "cts_resized": {"value": 0},
  "antenna_violating_nets_post_route": {"value": 0},
  "grt.overflow.total": {"value": 0},
  "drive_above_1_share": {"value": 9.00, "unit": "%"},
  "crit_arrival": {"value": 1.36, "unit": "ns"},
  "final_min_period_over_clock_period": {"value": 47.2, "unit": "%"},
  "cts.htree.levels": {"value": 2},
  "clock-sinks": {"value": 39},
  "gpl.final_weighted_congestion": {"value": 0.844},
  "timing.critical_path.to_type": {"value": "output port"},
  "fp-utilization": {"value": 52.6, "unit": "%"},
  "fin_cells": {"value": 248},
  "detailedRoute.firstIterationViolations": {"value": 83},
  "core": {"value": 3690, "unit": "µm²"},
  "cp.depth": {"value": 2},
  "net-switching-power": {"value": 111, "unit": "µW"},
  "internal-power": {"value": 516, "unit": "µW"},
  "warnings": {"value": 26},
  "detailedPlace.worstSlack": {"value": 2.84, "unit": "ns"},
  "share_seq_of_total_power": {"value": 50.3, "unit": "%"},
  "worst_path_cell_chain": {"value": "nor2_1, clkdlybuf4s50_1"},
  "critical_path_required": {"value": 4.00, "unit": "ns"},
  "viasPerCell": {"value": 5.66},
  "power_density": {"value": 284, "unit": "nW/µm²"},
  "syn-instance-count": {"value": 185},
  "worstSetupStartpointType": {"value": "register"},
  "number_of_global_route_vias_before_repair": {"value": 1280},
  "vdd.ir_drop.worst": {"value": 0.174, "unit": "mV"},
  "postSynth.asyncResetShare": {"value": 100, "unit": "%"},
  "worst_clock_skew": {"value": 0.00879, "unit": "ns"},
  "grt_first_pass_wirelength": {"value": 6.31, "unit": "mm"},
  "detailedPlacementHpwl": {"value": 2.60, "unit": "mm"},
  "number_of_distinct_library_cells_after_synthesis": {"value": 32},
  "synth-edff-count": {"value": 0},
  "clock_power_share": {"value": 48.5, "unit": "%"},
  "ff_type": {"value": "dfrtp_1"},
  "cts_max_path_buffers": {"value": 2},
  "timing.critical_path.fanout_max": {"value": 6},
  "clk-insertion-delay-late": {"value": 0.28, "unit": "ns"},
  "critPathLaunch": {"value": "current_state[2]$_DFF_PP0_"},
  "critPathKind": {"value": "reg2out"},
  "worstMarginPinSlew": {"value": 0.584, "unit": "ns"},
  "rows": {"value": 22},
  "cp_slowest_stage_delay": {"value": 0.47, "unit": "ns"},
  "drc": {"value": 0},
  "r2r_start": {"value": "timer[0]$_DFFE_PP0P_"},
  "synth.cell_area": {"value": 1940, "unit": "µm²"},
  "finalHoldViolCount": {"value": 0},
  "route.detailed.wl_per_inst": {"value": 14.6, "unit": "µm"},
  "pin_count": {"value": 8},
  "synth-area-yosys": {"value": 1940, "unit": "µm²"},
  "place_inst": {"value": 240},
  "gr-usage-all-layers": {"value": 20.7, "unit": "%"},
  "setup_viol": {"value": 0}
}
flip-flops by register name, indices dropped and copies added, names as in the netlist, named ones only:
name           count
current_state      4
timer             33
cell type report:
type	count	area, µm²	share of cell area (%)
multi-input cells	135	922	41.8
inverters	10	37.5	1.70
repair buffers	8	77.6	3.51
well taps	48	60.1	2.72
clock inverters	2	60.1	2.72
flip-flops and latches	39	977	44.3
clock buffers	6	72.6	3.29
power groups by stage:
stage / Clock [mW] / Sequential [mW] / Combinational, mW
finish: 0.304 / 0.315 / 0.00719
global route: 0.324 / 0.315 / 0.00854
CTS: 0.313 / 0.315 / 0.00773
Yosys cell counts, types with 2 or more instances:
master | count | area share, %
nor4_1 | 10 | 3.2
nand4_1 | 12 | 3.9
xor2_1 | 15 | 6.8
nand2_1 | 17 | 3.3
nor3_1 | 7 | 1.8
dfrtp_1 | 38 | 49
nor4_4 | 2 | 2.2
and4_1 | 2 | 0.90
inv_1 | 8 | 1.5
nor2_1 | 19 | 3.7
or4_1 | 2 | 0.77
a22o_1 | 4 | 1.8
nand3_1 | 9 | 2.3
ha_1 | 2 | 1.3
and3_1 | 3 | 0.97
mux2_1 | 2 | 1.2
a211o_1 | 3 | 1.4
inv_2 | 2 | 0.39
xnor2_1 | 15 | 6.8
how the worst min path moves through the flow:
stage	start	to	slack, ns	cells after the start
6_report	timer[27]$_DFFE_PP0P_	timer[27]$_DFFE_PP0P_	0.50	1
5_1_grt	timer[15]$_DFFE_PP0P_	timer[15]$_DFFE_PP0P_	0.53	1
4_1_cts	timer[27]$_DFFE_PP0P_	timer[27]$_DFFE_PP0P_	0.50	1
kinds of logic after synthesis:
kind of cell    share of synthesized area, %
compound gates                          4.83
buf+inv                                 2.19
mux                                     1.16
flops                                   50.3
simple gates                            25.8
fa+ha+maj                               1.29
xor+xnor                                14.4
worst register-to-register path, delay by kind of cell, from the launching register on:
family        cells  cell delay (ns)
fa+ha+maj         1             0.26
buf+inv           1             0.09
flops             1             0.43
mux               1             0.37
simple gates      2             0.93
placed cells by master, fill, tap and decap left out, types with 2 or more instances in the layout:
cell	instances
nor3_1	7
and4_1	2
xnor2_1	15
ha_1	2
nand4_1	12
xor2_1	15
clkdlybuf4s50_1	7
clkbuf_8	5
nor4_4	2
a211o_1	3
bufinv_16	2
nand2_1	17
nor2_1	19
and3_1	3
dfrtp_1	38
a22o_1	4
nand3_1	9
mux2_1	2
or4_1	2
inv_1	8
nor4_1	10
inv_2	2
per-layer routing:
metal | wire [µm] | GRT usage (%) | vias to the layer above
li1 | - | - | 698
met1 | 1960 | 38.2 | 673
met2 | 1520 | 27.2 | 26
met3 | 107 | 3.44 | 6
met4 | 36 | 1.94 | 0
met5 | 0 | 0 | -
No activity file was given, so power comes from the tool's default toggle rates.
