$ cat flow/run.sh
#!/bin/bash
# OpenROAD 26Q1-2900-gdf79404cd8, Yosys 0.63+post, stock flow scripts
make -C /OpenROAD-flow-scripts/flow DESIGN_CONFIG=/design/flow/config.mk WORK_HOME=/design/flow/orfs finish
$ cat flow/config.mk
export PLATFORM = sky130hd
export DESIGN_NAME = LEDblinker
export DESIGN_NICKNAME = LEDblinker
export VERILOG_FILES = /design/flow/design.v
export SDC_FILE = /design/flow/constraint.sdc
export NUM_CORES = 4
export LEC_CHECK = 1
export CORE_UTILIZATION = 30
export SYNTH_HDL_FRONTEND = slang
$ cat flow/constraint.sdc
current_design LEDblinker

set clk_period 6.3
set clk_io_pct 0.2

create_clock -name clk0 -period $clk_period [get_ports {clk}]

set non_clock_inputs [all_inputs -no_clocks]
set_input_delay [expr $clk_period * $clk_io_pct] -clock clk0 $non_clock_inputs
set_output_delay [expr $clk_period * $clk_io_pct] -clock clk0 [all_outputs]
$ cat flow/design.v
module LEDblinker(
    input clk, clear,
    output reg led_out
    );
    parameter MAX_COUNT = 24_999_999;
    reg [$clog2(MAX_COUNT + 1)-1:0]counter_flag;
    always @(posedge clk or posedge clear)begin
        if (clear)begin
            counter_flag <= 0;
            led_out <= 1'b0;
        end else begin
            if (counter_flag == MAX_COUNT)begin
                led_out <= ~led_out;
                counter_flag <= 0;
            end else begin
                led_out <= led_out;
                counter_flag <= counter_flag + 1;
            end
        end
    end
endmodule
==> impl_metrics.csv <==
group,metric,value,unit
synth,synth_cell_types,32,
synth,synth_area_leader_cell,"dfrtp_1",
synth,ys_area,0.00131,mm²
power,powerDensity,193,mW/mm²
die,core_area,0.00412,mm²
cells_and_area,design_area,0.00143,mm²
final_timing,slew_headroom,47.4,%
setup_path,worst-path-buf-inv,1,
synth,synth_cells,128,
setup_path,timing.critical_path.to,"led_out",
routing,drc_errors,0,
routing,ant_nets,0,
setup_path,crit_type,"reg -> out",
power,leakage,0.621,nW
clock_network,cts_buffers,3,
final_timing,rsz0062_at_grt,"false",
status,status,"finished, final reports clean",
setup_path,required,5.04,ns
global_routing,overflow,0,
routing,vias,930,
power,p_switching,0.0000525,W
cells_and_area,final_cells,181,
final_timing,tns,0,ns
power,intPower,0.000223,W
die,die_y,68.2,µm
clock_network,ctsResizeCount,0,
synth,syn_area,0.00131,mm²
setup_path,r2r_setup_slack,4.17,ns
worst_hold_path,hold_path.class,"reg -> reg",
placed_design,io_buffer_count,2,
final_timing,finClkSkew,0.00547,ns
synth,yosysWarnings,0,
placed_design,placed_cells,177,
power,clkPwrFrac,38.1,%
global_routing,grt_pass1_vias,854,
cells_and_area,drive_above_1_share,9.16,%
final_timing,finalMaxSlewViolations,0,
setup_path,rr_worst_depth,5,
die,die_x,68.2,µm
placed_design,placed_area,0.00138,mm²
routing,via_per_inst,5.14,
setup_path,cp_top_family,"buffers and inverters",
final_timing,fin_crit_sh,37.4,%
synth,top_cell_area_share,49.5,%
clock_network,clockBufferDepth,2,
setup_path,slowest_stage,"clkdlybuf4s50_1",
synth,ys_cells,128,
placed_design,dp_hpwl,1620,µm
clock_network,clk_pin_slew_worst_paths,0.09,ns
setup_path,worstSetupEndpointType,"primary output",
routing,drtPass1Iterations,4,
final_timing,post-route-min-period,2.35,ns
routing,antenna-diode-count,0,
cells_and_area,syn_to_final_growth,9.05,%
synth,numSynthFlops,26,
final_timing,fmax,0.425,GHz
clock_network,postCtsSetupBuffers,0,
final_timing,hold_viol_final,0,
power,p_seq_share,60.4,%
power,p_sw_share,19.0,%
clock_network,root_buffer,"clkbuf_8",
final_timing,setup_violations,0,
job,tool_warnings,25,
cells_and_area,layout.cells.most_common,"dfrtp_1",
setup_path,cpPeakStageDelay,0.46,ns
power,fin_total_pwr,0.000276,W
die,ios,3,
placed_design,dp_slack,4.17,ns
die,dieArea,0.00465,mm²
routing,first_iter_violations,64,
die,rows,23,
cells_and_area,lay_top_cells,"26 x dfrtp_1, 10 x nand3_1, 9 x nand2_1, 8 x xor2_1, 8 x a21oi_1",
setup_path,critical_path.max_fanout,2,
setup_path,crit_chain,"clkdlybuf4s50_1",
setup_path,start_kind,"flip-flop",
synth,synth.avg_cell_area,10.3,µm²
setup_path,reg2reg_to,"led_out",
setup_path,cp.depth,1,
global_routing,grt_pass1_wl,3920,µm
clock_network,insertion_delay,0.27,ns
power,max-vdd-ir-drop,72.2,µV
synth,ys_seq_share,49.5,%
setup_path,arrival,1.09,ns
job,drv_cap,0,
final_timing,tightest_slew,0.783,ns
die,fp_util,31.9,%
placed_design,gp_congestion,0.847,
clock_network,ctsHoldBuffers,0,
clock_network,h-tree-depth,1,
clock_network,cts_tree,"done",
setup_path,reg2reg_from,"counter_flag[0]",
power,pwr-share-comb,1.5,%
clock_network,cts.sinks,26,
setup_path,startpoint,"led_out",
routing,drt-total-wl,2240,µm
global_routing,grt_max_degree,27,
routing,wl_per_cell,12.4,µm
global_routing,grt_usage,11.2,%
synth,area_leaders,"dfrtp_1 50%, xor2_1 5.3%, nand3_1 3.8%",
global_routing,antenna_found_initial,0,
final_timing,setup_ws,3.95,ns
## worst reg2reg max path, stage by stage, from the launching register on
cell     delay, ns
dfrtp_1       0.40
ha_1          0.20
and3_1        0.29
nand2_1       0.25
nor4_4        0.72
xor2_1        0.14
## power groups by stage
| stage | logic (W) | clock network [W] | registers [W] |
|---|---|---|---|
| 4_1_cts | 0.00000447 | 0.000109 | 0.000167 |
| 5_1_grt | 0.00000502 | 0.000115 | 0.000167 |
| 6_report | 0.00000412 | 0.000105 | 0.000167 |
## through the flow
stage / utilization, % / hold slack, ns
after CTS: 34.8 / 0.473
after global placement: 33.5 / 0.457
after detailed placement: 33.5 / 0.459
after global routing: 34.8 / 0.505
final: 34.8 / 0.469
after floorplan: - / 0.420
## how the worst min path moves through the flow
stage	from	endpoint	slack, ns	cells past startpoint
after CTS	led_out	led_out	0.47	1
after global routing	led_out	led_out	0.50	1
final	led_out	led_out	0.47	1
## flip-flops by register name, indices dropped and copies added (netlist names)
name and count:
counter_flag 25, led_out 1
## cells by family after synthesis
logic type      Yosys count  share of synthesized area [%]
mux                       1                          0.762
simple gates             56                           27.0
xor+xnor                 12                           8.00
fa+ha+maj                 1                          0.952
flops                    26                           49.5
compound gates           22                           10.0
buf+inv                  10                           3.71
## routing by layer
metal | routed length, µm | vias up | part of all wire, % | global-route usage (%)
met5 | 0 | - | 0 | 0
met4 | 33 | 0 | 1.5 | 2.08
met3 | 52 | 2 | 2.3 | 1.52
met2 | 972 | 13 | 43 | 16.9
met1 | 1190 | 445 | 53 | 17.7
li1 | - | 470 | - | -
## Yosys cell counts
cell       n
dfrtp_1   26
nand3_1   10
nand2_1    9
a21oi_1    8
xor2_1     8
inv_1      6
nor2_1     6
o21ai_0    6
o31ai_1    6
or3_1      5
nand4_1    4
nor3_1     4
xnor2_1    4
and4_1     3
buf_2      3
or4_1      3
and3_1     2
a21oi_2    1
and2_1     1
and4_4     1
and4bb_2   1
buf_6      1
ha_1       1
mux2i_1    1
nand4_4    1
nor2b_1    1
nor4_1     1
nor4_4     1
nor4b_1    1
o21a_1     1
or2_2      1
or4_4      1
## cell type report
type / instances / area [µm²]
tap: 50 / 62.6
sequential: 26 / 651
inverter: 6 / 22.5
timing repair buffer: 3 / 27.5
clock buffer: 4 / 55.1
fill: 403 / 2680
multi-input combinational: 92 / 614
Power figures rest on the tool's default switching activity, not on a simulated workload.
